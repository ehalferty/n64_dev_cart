`/design/flow/config.mk`:
```
export PLATFORM = sky130hd
export DESIGN_NAME = main
export DESIGN_NICKNAME = main
export VERILOG_FILES = /design/flow/design.v
export SDC_FILE = /design/flow/constraint.sdc
export NUM_CORES = 4
export LEC_CHECK = 1
export CORE_UTILIZATION = 30
```
`/design/flow/constraint.sdc`:
```
current_design main

set clk_period 5.4
set clk_io_pct 0.2

create_clock -name clk0 -period $clk_period [get_ports {CLK1}]

set non_clock_inputs [all_inputs -no_clocks]
set_input_delay [expr $clk_period * $clk_io_pct] -clock clk0 $non_clock_inputs
set_output_delay [expr $clk_period * $clk_io_pct] -clock clk0 [all_outputs]
```
`/design/flow/design.v`:
```
module MisterSdram32MBController #(
  parameter NOP_SLOTS = 5,
  parameter REFRESH_AT = 300
) (
  input             clk,
  inout      [15:0] sdram_dq,
  output reg [11:0] sdram_a = 0,
  output reg        sdram_we = 1,
  output reg        sdram_cas = 1,
  output reg        sdram_ras = 1,
  output reg        sdram_cs1 = 0,
  output reg [1:0]  sdram_ba = 0,
  output reg        sdram_clk = 0,
  input             writeport_wr,
  input      [31:0] writeport_addr,
  input      [15:0] writeport_data,
  output reg        writeport_ack = 0,
  input             readport_rd,
  input      [31:0] readport_addr,
  output reg [15:0] readport_data = 0,
  output reg        readport_ack = 0
);
reg [3:0] setup_state = 1;
reg [3:0] refresh_state = 0;
reg [3:0] write_state = 0;
reg [3:0] read_state = 0;
reg [31:0] refresh_counter = 0;
reg [31:0] wt_cnt = 0;
reg [31:0] latched_addr = 0;
reg [15:0] latched_data = 0;
reg [15:0] sdram_dq_reg = 0;
reg writing = 0;
assign sdram_dq = writing ? sdram_dq_reg : 16'bZ;
always @(posedge clk) begin
    if (sdram_clk) begin
        if (setup_state != 0) begin  
            if (setup_state == 1) begin
                sdram_we <= 1; sdram_cas <= 1; sdram_ras <= 1; writing <= 0;
                setup_state <= 2;
                wt_cnt <= 0;
            end else if (setup_state == 2) begin
                sdram_we <= 1; sdram_cas <= 1; sdram_ras <= 1; writing <= 0;; if (wt_cnt == NOP_SLOTS) begin; setup_state <= 3; end 
    else begin; wt_cnt <= wt_cnt + 1; end
            end else if (setup_state == 3) begin
                sdram_we <= 0; sdram_cas <= 1; sdram_ras <= 0; sdram_a <= 12'h400;
                setup_state <= 4;
                wt_cnt <= 0;
            end else if (setup_state == 4) begin
                sdram_we <= 1; sdram_cas <= 1; sdram_ras <= 1; writing <= 0;; if (wt_cnt == NOP_SLOTS) begin; setup_state <= 5; end 
    else begin; wt_cnt <= wt_cnt + 1; end
            end else if (setup_state == 5) begin
                sdram_we <= 1; sdram_cas <= 0; sdram_ras <= 0;
                setup_state <= 6;
                wt_cnt <= 0;
            end else if (setup_state == 6) begin
                sdram_we <= 1; sdram_cas <= 1; sdram_ras <= 1; writing <= 0;; if (wt_cnt == NOP_SLOTS) begin; setup_state <= 7; end 
    else begin; wt_cnt <= wt_cnt + 1; end
            end else if (setup_state == 7) begin
                sdram_we <= 1; sdram_cas <= 0; sdram_ras <= 0;
                setup_state <= 8;
                wt_cnt <= 0;
            end else if (setup_state == 8) begin
                sdram_we <= 1; sdram_cas <= 1; sdram_ras <= 1; writing <= 0;; if (wt_cnt == NOP_SLOTS) begin; setup_state <= 9; end 
    else begin; wt_cnt <= wt_cnt + 1; end
            end else if (setup_state == 9) begin
                sdram_we <= 0; sdram_cas <= 0; sdram_ras <= 0; 
    sdram_a <= 12'b001000110000; sdram_ba <= 2'b00;
                setup_state <= 10;
                wt_cnt <= 0;
            end else if (setup_state == 10) begin
                sdram_we <= 1; sdram_cas <= 1; sdram_ras <= 1; writing <= 0;; if (wt_cnt == NOP_SLOTS) begin; setup_state <= 0; end 
    else begin; wt_cnt <= wt_cnt + 1; end
            end
        end else if (refresh_state != 0) begin  
            if (refresh_state == 1) begin
                sdram_we <= 1; sdram_cas <= 0; sdram_ras <= 0;
                refresh_state <= 2;
                wt_cnt <= 0;
            end else begin
                sdram_we <= 1; sdram_cas <= 1; sdram_ras <= 1; writing <= 0;; if (wt_cnt == NOP_SLOTS) begin; refresh_state <= 0; end 
    else begin; wt_cnt <= wt_cnt + 1; end
            end
        end else if (write_state != 0) begin  
            if (write_state == 1) begin
                sdram_we <= 1; sdram_cas <= 1; sdram_ras <= 0; 
    sdram_ba <= latched_addr[24:23]; sdram_a <= latched_addr[22:13];
                write_state <= 2;
                wt_cnt <= 0;
            end else if (write_state == 2) begin
                sdram_we <= 1; sdram_cas <= 1; sdram_ras <= 1; writing <= 0;; if (wt_cnt == NOP_SLOTS) begin; write_state <= 3; end 
    else begin; wt_cnt <= wt_cnt + 1; end
            end else if (write_state == 3) begin
                sdram_we <= 0; sdram_cas <= 0; sdram_ras <= 1; 
    sdram_a <= latched_addr[9:0]; sdram_dq_reg <= latched_data; writing <= 1;
                write_state <= 4;
                wt_cnt <= 0;
            end else if (write_state == 4) begin
                sdram_we <= 1; sdram_cas <= 1; sdram_ras <= 1; writing <= 0;; if (wt_cnt == NOP_SLOTS) begin; write_state <= 5; end 
    else begin; wt_cnt <= wt_cnt + 1; end
            end else if (write_state == 5) begin
                sdram_we <= 0; sdram_cas <= 1; sdram_ras <= 0; sdram_a <= 12'h400;
                write_state <= 6;
                wt_cnt <= 0;
            end else if (write_state == 6) begin
                sdram_we <= 1; sdram_cas <= 1; sdram_ras <= 1; writing <= 0;; if (wt_cnt == NOP_SLOTS) begin; write_state <= 7; end 
    else begin; wt_cnt <= wt_cnt + 1; end
            end else if (write_state == 7) begin
                if (!writeport_wr) begin
                    writeport_ack <= 0;
                    write_state <= 0;
                end else begin
                    writeport_ack <= 1;
                end
            end
        end else if (read_state != 0) begin  
            if (read_state == 1) begin
                sdram_we <= 1; sdram_cas <= 1; sdram_ras <= 0; 
    sdram_ba <= latched_addr[24:23]; sdram_a <= latched_addr[22:13];
                read_state <= 2;
                wt_cnt <= 0;
            end else if (read_state == 2) begin
                sdram_we <= 1; sdram_cas <= 1; sdram_ras <= 1; writing <= 0;; if (wt_cnt == NOP_SLOTS) begin; read_state <= 3; end 
    else begin; wt_cnt <= wt_cnt + 1; end
            end else if (read_state == 3) begin
                sdram_we <= 1; sdram_cas <= 0; sdram_ras <= 1; 
    sdram_ba <= latched_addr[24:23]; sdram_a <= 12'h400 + latched_addr[9:0];
                read_state <= 4;
                wt_cnt <= 0;
            end else if (read_state == 4) begin
                sdram_we <= 1; sdram_cas <= 1; sdram_ras <= 1; writing <= 0;; if (wt_cnt == NOP_SLOTS) begin; read_state <= 5; end 
    else begin; wt_cnt <= wt_cnt + 1; end
                if (wt_cnt == NOP_SLOTS) begin
                    readport_data <= sdram_dq;
                end
            end else if (write_state == 5) begin
                sdram_we <= 0; sdram_cas <= 1; sdram_ras <= 0; sdram_a <= 12'h400;
                read_state <= 6;
                wt_cnt <= 0;
            end else if (read_state == 6) begin
                sdram_we <= 1; sdram_cas <= 1; sdram_ras <= 1; writing <= 0;; if (wt_cnt == NOP_SLOTS) begin; read_state <= 7; end 
    else begin; wt_cnt <= wt_cnt + 1; end
            end else if (read_state == 7) begin
                if (!readport_rd) begin
                    readport_ack <= 0;
                    read_state <= 0;
                end else begin
                    readport_ack <= 1;
                end
            end
        end else if (refresh_counter > REFRESH_AT) begin  
            refresh_state <= 1;
            refresh_counter <= 0;
        end else if (writeport_wr) begin
            latched_addr <= writeport_addr;
            latched_data <= writeport_data;
            write_state <= 1;
        end else if (readport_rd) begin
            latched_addr <= writeport_addr;
            read_state <= 1;
        end else begin
            refresh_counter <= refresh_counter + 1;
        end
    end
    sdram_clk <= ~sdram_clk;
end
endmodule
module main(
  input CLK1,
  inout  [15:0] sdram_dq,
  output [11:0] sdram_a,
  output        sdram_we,
  output        sdram_cas,
  output        sdram_ras,
  output        sdram_cs1,
  output [1:0]  sdram_ba,
  output        sdram_clk
);
  reg writeport_wr = 1;
  reg [31:0] writeport_addr = 0;
  reg [15:0] writeport_data = 0;
  wire writeport_ack;
  reg readport_rd = 1;
  reg [31:0] readport_addr = 0;
  wire [15:0] readport_data;
  wire readport_ack;
  reg [32:0] counter = 0;
  MisterSdram32MBController MisterSdram32MBController_0(
    .clk(CLK1),
    .sdram_dq(sdram_dq),
    .sdram_a(sdram_a),
    .sdram_we(sdram_we),
    .sdram_cas(sdram_cas),
    .sdram_ras(sdram_ras),
    .sdram_cs1(sdram_cs1),
    .sdram_ba(sdram_ba),
    .sdram_clk(sdram_clk),
    .writeport_wr(writeport_wr),
    .writeport_addr(writeport_addr),
    .writeport_data(writeport_data),
    .writeport_ack(writeport_ack),
    .readport_rd(readport_rd),
    .readport_addr(readport_addr),
    .readport_data(readport_data),
    .readport_ack(readport_ack)
  );
endmodule
```
`/design/flow/run.sh`:
```
#!/bin/bash
# OpenROAD 26Q1-2900-gdf79404cd8, Yosys 0.63+post, stock flow scripts
make -C /OpenROAD-flow-scripts/flow DESIGN_CONFIG=/design/flow/config.mk WORK_HOME=/design/flow/orfs finish
```
==> out/qor.yml <==
sta:
  min_period_ps: 2441
  timing.final.hold_violations: 0
  finClkSkew_ps: 6.477
  setup_tns_ps: 0
  slew_headroom_pct: 58.76
  finalMaxSlewViolations: 0
  setup_viol: 0
  rsz0062_at_grt: "no"
  worst_slack_ps: 2959
  max_slew.worst_pin.slew_ps: 618.5
  fmax_mhz: 409.7
  finalCritPeriodShare_pct: 45.20
yosys:
  ys_chip_area_um2: 3428
  top_cells_by_area: "edfxtp_1, buf_4, a21oi_1"
  ys.flop_type: "edfxtp_1"
  ys_warn_count: 3
  edf_count: 57
  synth-seq-cells: 58
  synth-seq-area-share_pct: 50.51
  yosysTopAreaCellShare_pct: 49.93
  syn_avg_cell_area_um2: 9.880
  largest_area_cell: "edfxtp_1"
  ys_cells: 347
  yosysUniqueCellTypes: 45
  syn_inst: 347
  syn_area_um2: 3428
  synth_async_sr_flop_share_pct: 0
place:
  finalWeightedCongestion: 0.8124
  pre_cts_slack_ps: 2976
  place_inst: 487
  placed_cell_area_um2: 3659
  dp_hpwl_um: 4254
  port_buffers: 16
worst_setup_path:
  crit_type: "flop to flop"
  cpPeakStageDelay_ps: 780
  rr_worst_depth: 5
  critPathMaxFanout: 19
  crit_buf_inv: 0
  r2r_slack_ps: 2960
  path_common_cell: "or4_1"
  arrival_ps: 2620
  cp_slowest_cell: "or4_1"
  startpoint_type: "flop"
  r2r-start: "MisterSdram32MBController_0.wt_cnt[0]"
  cp-end-kind: "flop"
  path_cells: "ha_1 -> nand3_1 -> or4_1 -> or4_1 -> a21oi_1"
  path_delay_family: "simple AND/OR/NAND/NOR gates"
  critical_path_required_ps: 5580
  r2r_end: "MisterSdram32MBController_0.wt_cnt[24]"
clock_network:
  cts_resized: 0
  clk_pin_slew_ps: 60
  cts_buffer_depth: 2
  h-tree-depth: 3
  cts_tree: "done"
  cts.sinks: 58
  clock_latency_ps: 330
  clock-root-buffer: "clkbuf_16"
  cts_buffers: 9
  cts.hold.buffers_added: 0
  post-cts-setup-buffer-count: 0
grt:
  grt_util_all_layers_pct: 12.00
  grtUsageMet3_pct: 3.291
  grtUsageMet1_pct: 18.22
  use_met2_pct: 18.19
  antenna_found_initial: 0
  grt_pass1_wl_um: 11070
  grt_overflow: 0
  grt_pass1_vias: 2403
  grt_max_degree: 36
  grt_busiest_layer: "met1"
routing:
  drc: 0
  postRouteAntennaNets: 0
  drtPass1Iterations: 4
  wire_per_inst_um: 13.20
  drt_iter0_drc: 137
  routed_wl_um: 6639
  vias: 2555
  via_per_inst: 5.080
  antenna_cells: 0
min_path:
  worstHoldPathType: "flop to flop"
  hp-start: "MisterSdram32MBController_0.sdram_clk"
  min_path_cells: 1
  min_to: "MisterSdram32MBController_0.sdram_clk"
floorplan:
  die-height_um: 108.9
  die_area_um2: 11860
  fp-utilization_pct: 31.21
  core_um2: 10980
  io-pin-count: 36
  fp.dieW_um: 108.9
  rows: 38
power:
  p_per_area_nw_per_um2: 256.5
  vdd_drop_max_mv: 0.1200
  p_leak_uw: 0.001449
final_layout:
  drive_gt1_share_pct: 7.438
  seqCellArea_um2: 1732
  area_growth_pct: 14.89
  fillers: 1063
  logic_area_um2: 1513
  final_area_um2: 3939
  layout_top_cell: "edfxtp_1"
  final_cell_mix: "edfxtp_1, nor2_1, a21oi_1"
  final_cells: 503
job:
  max-cap-violations: 0
  warnings: 26
status:
  status: "finished, final reports clean"
layer usage:
metal / up-vias / wire (um)
li1: 1286 / -
met1: 1219 / 3305
met2: 45 / 3012
met3: 5 / 268
met4: 0 / 53
met5: - / 0
worst max path at each step:
stage	start	to	cells after the start
4_1_cts	MisterSdram32MBController_0.wt_cnt[0]	MisterSdram32MBController_0.wt_cnt[24]	5
5_1_grt	MisterSdram32MBController_0.wt_cnt[0]	MisterSdram32MBController_0.wt_cnt[24]	5
6_report	MisterSdram32MBController_0.wt_cnt[0]	MisterSdram32MBController_0.wt_cnt[24]	5
where the power goes:
part           switching [uW]  internal [uW]  total, uW
sequential                  0            487        487
combinational           0.247              0      0.248
clock                     212            312        523
total                     212            799       1010
area by class of cell:
cell class | instances | share of cell area, %
clock inverters | 7 | 1.398
repair buffers | 21 | 5.019
multi-input cells | 257 | 38.41
well taps | 140 | 4.447
flip-flops and latches | 58 | 43.96
clock buffers | 9 | 5.718
inverters | 11 | 1.048
worst register-to-register path, stage by stage (launching register included):
cell and delay (ps):
edfxtp_1 430, ha_1 210, nand3_1 110, or4_1 780
or4_1 610, a21oi_1 160
sequential cells by signal, summed over array words and instances, names as in the netlist:
signal,cells
MisterSdram32MBController_0.sdram_clk,1
MisterSdram32MBController_0.write_state,3
MisterSdram32MBController_0.sdram_cas,1
MisterSdram32MBController_0.setup_state,4
MisterSdram32MBController_0.wt_cnt,32
MisterSdram32MBController_0.sdram_a,12
MisterSdram32MBController_0.sdram_we,1
MisterSdram32MBController_0.read_state,3
MisterSdram32MBController_0.sdram_ras,1
synth_stat cells (5+ instances only):
cell       n
and2_1     9
nor4_1     7
nor3_1    11
nand2b_1   6
edfxtp_1  57
nand4_1    9
nand2_1   22
o21ai_0   12
buf_4     19
o31ai_1   12
or3_1      9
nand3_1   17
xor2_1     5
or4_1     14
nor2_1    28
xnor2_1    9
inv_1     11
a21oi_1   26
clkbuf_1  17
through the flow:
stage,utilization (%),total power (uW),hold slack [ps]
4_1_cts,35.86,1028,511.6
3_3_place_gp,33.31,496.7,490.5
3_5_place_dp,33.31,496.4,495.0
5_1_grt,35.86,1043,528.2
2_1_floorplan,-,505.8,394.4
6_report,35.86,1010,513.7
cells by family after synthesis:
kind of cell / share of synthesized area [%]
AND/OR/NAND/NOR: 24.34
AND-OR/OR-AND: 12.30
flip-flops: 50.51
buffers and inverters: 7.847
XOR/XNOR: 3.577
adder cells (fa/ha/maj): 0.7298
multiplexers: 0.5840
other: 0.1094
Power is estimated from default activity; no workload was simulated.
