`flow/run.sh`:
```
#!/bin/bash
# OpenROAD 26Q1-2900-gdf79404cd8, Yosys 0.63+post, stock flow scripts
make -C /OpenROAD-flow-scripts/flow DESIGN_CONFIG=/design/flow/config.mk WORK_HOME=/design/flow/orfs finish
```
`flow/config.mk`:
```
export PLATFORM = sky130hd
export DESIGN_NAME = SdramTester00
export DESIGN_NICKNAME = SdramTester00
export VERILOG_FILES = /design/flow/design.v
export SDC_FILE = /design/flow/constraint.sdc
export NUM_CORES = 4
export LEC_CHECK = 1
export CORE_UTILIZATION = 50
```
`flow/constraint.sdc`:
```
current_design SdramTester00

set clk_period 4.3
set clk_io_pct 0.2

create_clock -name clk0 -period $clk_period [get_ports {clk}]

set non_clock_inputs [all_inputs -no_clocks]
set_input_delay [expr $clk_period * $clk_io_pct] -clock clk0 $non_clock_inputs
set_output_delay [expr $clk_period * $clk_io_pct] -clock clk0 [all_outputs]
```
`flow/design.v`:
```
module MisterSdram32MBController #(
  parameter NOP_SLOTS = 5,
  parameter REFRESH_AT = 300
) (
  input             clk,
  inout      [15:0] sdram_dq,
  output reg [11:0] sdram_a = 0,
  output reg        sdram_we = 1,
  output reg        sdram_cas = 1,
  output reg        sdram_ras = 1,
  output reg        sdram_cs1 = 0,
  output reg [1:0]  sdram_ba = 0,
  output reg        sdram_clk = 0,
  input             writeport_wr,
  input      [31:0] writeport_addr,
  input      [15:0] writeport_data,
  output reg        writeport_ack = 0,
  input             readport_rd,
  input      [31:0] readport_addr,
  output reg [15:0] readport_data = 0,
  output reg        readport_ack = 0
);
reg [3:0] setup_state = 1;
reg [3:0] refresh_state = 0;
reg [3:0] write_state = 0;
reg [3:0] read_state = 0;
reg [31:0] refresh_counter = 0;
reg [31:0] wt_cnt = 0;
reg [31:0] latched_addr = 0;
reg [15:0] latched_data = 0;
reg [15:0] sdram_dq_reg = 0;
reg writing = 0;
assign sdram_dq = writing ? sdram_dq_reg : 16'bZ;
always @(posedge clk) begin
    if (sdram_clk) begin
        if (setup_state != 0) begin  
            if (setup_state == 1) begin
                sdram_we <= 1; sdram_cas <= 1; sdram_ras <= 1; writing <= 0;
                setup_state <= 2;
                wt_cnt <= 0;
            end else if (setup_state == 2) begin
                sdram_we <= 1; sdram_cas <= 1; sdram_ras <= 1; writing <= 0;; if (wt_cnt == NOP_SLOTS) begin; setup_state <= 3; end 
    else begin; wt_cnt <= wt_cnt + 1; end
            end else if (setup_state == 3) begin
                sdram_we <= 0; sdram_cas <= 1; sdram_ras <= 0; sdram_a <= 12'h400;
                setup_state <= 4;
                wt_cnt <= 0;
            end else if (setup_state == 4) begin
                sdram_we <= 1; sdram_cas <= 1; sdram_ras <= 1; writing <= 0;; if (wt_cnt == NOP_SLOTS) begin; setup_state <= 5; end 
    else begin; wt_cnt <= wt_cnt + 1; end
            end else if (setup_state == 5) begin
                sdram_we <= 1; sdram_cas <= 0; sdram_ras <= 0;
                setup_state <= 6;
                wt_cnt <= 0;
            end else if (setup_state == 6) begin
                sdram_we <= 1; sdram_cas <= 1; sdram_ras <= 1; writing <= 0;; if (wt_cnt == NOP_SLOTS) begin; setup_state <= 7; end 
    else begin; wt_cnt <= wt_cnt + 1; end
            end else if (setup_state == 7) begin
                sdram_we <= 1; sdram_cas <= 0; sdram_ras <= 0;
                setup_state <= 8;
                wt_cnt <= 0;
            end else if (setup_state == 8) begin
                sdram_we <= 1; sdram_cas <= 1; sdram_ras <= 1; writing <= 0;; if (wt_cnt == NOP_SLOTS) begin; setup_state <= 9; end 
    else begin; wt_cnt <= wt_cnt + 1; end
            end else if (setup_state == 9) begin
                sdram_we <= 0; sdram_cas <= 0; sdram_ras <= 0; 
    sdram_a <= 12'b001000110000; sdram_ba <= 2'b00;
                setup_state <= 10;
                wt_cnt <= 0;
            end else if (setup_state == 10) begin
                sdram_we <= 1; sdram_cas <= 1; sdram_ras <= 1; writing <= 0;; if (wt_cnt == NOP_SLOTS) begin; setup_state <= 0; end 
    else begin; wt_cnt <= wt_cnt + 1; end
            end
        end else if (refresh_state != 0) begin  
            if (refresh_state == 1) begin
                sdram_we <= 1; sdram_cas <= 0; sdram_ras <= 0;
                refresh_state <= 2;
                wt_cnt <= 0;
            end else begin
                sdram_we <= 1; sdram_cas <= 1; sdram_ras <= 1; writing <= 0;; if (wt_cnt == NOP_SLOTS) begin; refresh_state <= 0; end 
    else begin; wt_cnt <= wt_cnt + 1; end
            end
        end else if (write_state != 0) begin  
            if (write_state == 1) begin
                sdram_we <= 1; sdram_cas <= 1; sdram_ras <= 0; 
    sdram_ba <= latched_addr[24:23]; sdram_a <= latched_addr[22:13];
                write_state <= 2;
                wt_cnt <= 0;
            end else if (write_state == 2) begin
                sdram_we <= 1; sdram_cas <= 1; sdram_ras <= 1; writing <= 0;; if (wt_cnt == NOP_SLOTS) begin; write_state <= 3; end 
    else begin; wt_cnt <= wt_cnt + 1; end
            end else if (write_state == 3) begin
                sdram_we <= 0; sdram_cas <= 0; sdram_ras <= 1; 
    sdram_a <= latched_addr[9:0]; sdram_dq_reg <= latched_data; writing <= 1;
                write_state <= 4;
                wt_cnt <= 0;
            end else if (write_state == 4) begin
                sdram_we <= 1; sdram_cas <= 1; sdram_ras <= 1; writing <= 0;; if (wt_cnt == NOP_SLOTS) begin; write_state <= 5; end 
    else begin; wt_cnt <= wt_cnt + 1; end
            end else if (write_state == 5) begin
                sdram_we <= 0; sdram_cas <= 1; sdram_ras <= 0; sdram_a <= 12'h400;
                write_state <= 6;
                wt_cnt <= 0;
            end else if (write_state == 6) begin
                sdram_we <= 1; sdram_cas <= 1; sdram_ras <= 1; writing <= 0;; if (wt_cnt == NOP_SLOTS) begin; write_state <= 7; end 
    else begin; wt_cnt <= wt_cnt + 1; end
            end else if (write_state == 7) begin
                if (!writeport_wr) begin
                    writeport_ack <= 0;
                    write_state <= 0;
                end else begin
                    writeport_ack <= 1;
                end
            end
        end else if (read_state != 0) begin  
            if (read_state == 1) begin
                sdram_we <= 1; sdram_cas <= 1; sdram_ras <= 0; 
    sdram_ba <= latched_addr[24:23]; sdram_a <= latched_addr[22:13];
                read_state <= 2;
                wt_cnt <= 0;
            end else if (read_state == 2) begin
                sdram_we <= 1; sdram_cas <= 1; sdram_ras <= 1; writing <= 0;; if (wt_cnt == NOP_SLOTS) begin; read_state <= 3; end 
    else begin; wt_cnt <= wt_cnt + 1; end
            end else if (read_state == 3) begin
                sdram_we <= 1; sdram_cas <= 0; sdram_ras <= 1; 
    sdram_ba <= latched_addr[24:23]; sdram_a <= 12'h400 + latched_addr[9:0];
                read_state <= 4;
                wt_cnt <= 0;
            end else if (read_state == 4) begin
                sdram_we <= 1; sdram_cas <= 1; sdram_ras <= 1; writing <= 0;; if (wt_cnt == NOP_SLOTS) begin; read_state <= 5; end 
    else begin; wt_cnt <= wt_cnt + 1; end
                if (wt_cnt == NOP_SLOTS) begin
                    readport_data <= sdram_dq;
                end
            end else if (write_state == 5) begin
                sdram_we <= 0; sdram_cas <= 1; sdram_ras <= 0; sdram_a <= 12'h400;
                read_state <= 6;
                wt_cnt <= 0;
            end else if (read_state == 6) begin
                sdram_we <= 1; sdram_cas <= 1; sdram_ras <= 1; writing <= 0;; if (wt_cnt == NOP_SLOTS) begin; read_state <= 7; end 
    else begin; wt_cnt <= wt_cnt + 1; end
            end else if (read_state == 7) begin
                if (!readport_rd) begin
                    readport_ack <= 0;
                    read_state <= 0;
                end else begin
                    readport_ack <= 1;
                end
            end
        end else if (refresh_counter > REFRESH_AT) begin  
            refresh_state <= 1;
            refresh_counter <= 0;
        end else if (writeport_wr) begin
            latched_addr <= writeport_addr;
            latched_data <= writeport_data;
            write_state <= 1;
        end else if (readport_rd) begin
            latched_addr <= writeport_addr;
            read_state <= 1;
        end else begin
            refresh_counter <= refresh_counter + 1;
        end
    end
    sdram_clk <= ~sdram_clk;
end
endmodule
module SdramTester00(
  input clk,
  inout  [15:0] sdram_dq,
  output [11:0] sdram_a,
  output        sdram_we,
  output        sdram_cas,
  output        sdram_ras,
  output        sdram_cs1,
  output [1:0]  sdram_ba,
  output        sdram_clk
);
  reg writeport_wr = 1;
  reg [31:0] writeport_addr = 0;
  reg [15:0] writeport_data = 0;
  wire writeport_ack;
  reg readport_rd = 1;
  reg [31:0] readport_addr = 0;
  wire [15:0] readport_data;
  wire readport_ack;
  reg [32:0] counter = 0;
  MisterSdram32MBController MisterSdram32MBController_0(
    .clk(clk),
    .sdram_dq(sdram_dq),
    .sdram_a(sdram_a),
    .sdram_we(sdram_we),
    .sdram_cas(sdram_cas),
    .sdram_ras(sdram_ras),
    .sdram_cs1(sdram_cs1),
    .sdram_ba(sdram_ba),
    .sdram_clk(sdram_clk),
    .writeport_wr(writeport_wr),
    .writeport_addr(writeport_addr),
    .writeport_data(writeport_data),
    .writeport_ack(writeport_ack),
    .readport_rd(readport_rd),
    .readport_addr(readport_addr),
    .readport_data(readport_data),
    .readport_ack(readport_ack)
  );
endmodule
```
==> impl.org <==
#+TITLE: Synthesis and PnR summary

** Run status
- Outcome :: complete, no violations

** Critical path
- The worst setup path is launched from a flip-flop.
- In this design, the critical path's most frequently occurring cell is sky130_fd_sc_hd__or4_1.
- Counting buffers and inverters, the worst setup path is 5 cells deep.
- STA lists the endpoint of the worst register-to-register path as MisterSdram32MBController_0.wt_cnt[22].
- Kind of end point of the critical path :: flip-flop
- Delay of the slowest cell on the worst path :: 0.80 ns
- The worst register-to-register path begins at MisterSdram32MBController_0.wt_cnt[0].
- Launch point of the critical path :: MisterSdram32MBController_0.wt_cnt[0]
- Along the critical path, the tally of buffer and inverter instances is 0.
- Critical-path cell list :: ha_1 > nand3_1 > or4_1 > or4_1 > a21oi_1
- CP Data Arrival Time :: 2.63 ns
- Reg2Reg Depth :: 5
- For reference, the critical path is captured by MisterSdram32MBController_0.wt_cnt[22].
- Required @ worst endpoint :: 4.49 ns
- The cell family contributing the most delay on the critical path is simple AND/OR/NAND/NOR gates.
- Minimum setup slack among reg-to-reg paths :: 1.86 ns
- Slowest-stage cell, CP :: sky130_fd_sc_hd__or4_1
- Crit Path Class :: reg2reg
- Crit Path Max Fanout :: 19

** Clock network
- The number of hold buffers added after CTS was 0.
- Post-CTS repair ended up resizing 0 cells.
- Post-CTS timing repair inserted 0 buffers for setup.
- The later pin in the worst-skew pair is clocked with a latency of 0.33 ns.
- TritonCTS built the clock tree.
- In this run the number of H-tree levels came out at 3.
- Total clock buffers created by CTS :: 9
- Maximum buffer depth of the clock tree :: 2
- Sinks on Clock Net :: 58
- In the CTS report, the clock slew at the register clock pins of the worst setup and hold paths is listed as 0.07 ns.
- The tree is rooted in a sky130_fd_sc_hd__clkbuf_8.

** Floorplanning
- In this run the horizontal extent of the chip is 84.8 um.
- During I/O placement, the number of pins put on the boundary was 36.
- The floorplan has 29 rows.
- Core Box Area :: 6490 sq um
- Overall die height :: 84.8 um
- Initial core utilization :: 52.8%
- The chip occupies 7190 sq um.

** Placed design
- At the end of routability-driven placement, the weighted congestion stood at 0.834.
- STA on the placed design reports a worst setup slack of 1.85 ns.
- Port buffering added 16 buffers.
- Detailed placement finished with a half-perimeter wire length of 4.20 mm.
- Cell area after placement :: 3580 sq um
- Including well taps, the total number of placed cells is 424.

** Pwr
- Total power density per cell area :: 291 nW/um^2
- The leakage component of the power was reported as 1.42 nW.
- The worst-case IR drop observed on VDD is 0.000283 V.

** Routing
- In this run the remaining antenna-violating nets after routing total 0.
- Drt via density :: 5.72
- First-pass DRT Iterations :: 6
- DRT iter0 DRCs :: 113
- Overall routed net length :: 6.47 mm
- Vias after detailed routing :: 2515
- Post-route DRC violation count :: 0
- Antenna repair during routing inserted a diode count of 0.
- The script logs the mean routed wire length per placed instance as 14.7 um.

** STA
- For the final routed database, the setup TNS stands at 0 ns.
- Final hold analysis gives a worst-case slack of 0.502 ns.
- Final Max Tran Viols :: 0
- Worst-case headroom to the max-slew limit :: 60.1%
- Hold violation count in the final report :: 0
- RSZ-0062 raised after global routing :: no
- The worst path needs 2.44 ns of the cycle, external delays included.
- Upper clock frequency limit :: 410 MHz
- The final report lists the setup-violating endpoint count as 0.
- The clock arrives with 0.00747 ns of skew.
- Setup slack on the critical path of the routed design comes to 1.86 ns.
- Slew at the pin closest to its max-slew limit :: 0.599 ns
- Post-route period utilization is reported as 56.7%.

** Yosys
- Sequential-to-total area share from yosys stat :: 50.5%
- Avg Inst Size Synth :: 9.88 sq um
- Ranking of synthesized cells by area :: sky130_fd_sc_hd__edfxtp_1, sky130_fd_sc_hd__buf_4, sky130_fd_sc_hd__a21oi_1
- The area fraction of the largest cell type after synthesis is 49.9%.
- The synthesis log from Yosys contains 3 warnings.
- Area of the mapped netlist :: 3430 sq um
- The synthesized netlist contains 45 unique library cells.
- Count of mapped cells out of synthesis :: 347
- Post-synthesis cell count from yosys :: 347
- For this run, the chip area from Yosys synthesis comes to 3430 sq um.
- Looking at area per cell type in the netlist, the leader is sky130_fd_sc_hd__edfxtp_1.
- In this run, synthesis produced a sequential element count of 58.

** Cells and area
- Share of cells above drive strength 1 :: 6.61%
- Syn-to-layout area delta :: 9.82%
- Fill cells in the final layout number 546.
- Multi-input gate area :: 1510 sq um
- Area of all placed cells without fillers :: 3760 sq um
- Register area :: 1730 sq um
- The final report lists a non-filler cell total of 440.

** Global routing
- The via count of the first global-routing pass is 2266.
- Pin count of the biggest net entering global routing :: 33
- Per the GRT congestion report, total overflow comes to 0.
- The number of antenna violations at the first check in global routing was 0.
- Across every metal layer, demand over resource in global routing totals 20.3%.
- First-pass GRT wire length :: 11.1 mm

** Hold path
- According to the hold report, the worst path is of the reg2reg type.

** Flow run
- Per the run summary, max-cap violations total 0.
- The tool warning count for the run is 27.
-- layout by cell type, fill, tap and decap left out, types with 12 or more instances in the layout --
cell                               n
sky130_fd_sc_hd__edfxtp_1         57
sky130_fd_sc_hd__nor2_1           28
sky130_fd_sc_hd__a21oi_1          25
sky130_fd_sc_hd__nand2_1          22
sky130_fd_sc_hd__conb_1           19
sky130_fd_sc_hd__nand3_1          17
sky130_fd_sc_hd__clkdlybuf4s50_1  16
sky130_fd_sc_hd__or4_1            14
sky130_fd_sc_hd__o31ai_1          12
sky130_fd_sc_hd__o21ai_0          12
-- kinds of logic (layout without fill, tap and decap cells) --
group                    after synthesis  count (layout)  share of synthesized area, %
flip-flops                            58              58                          50.5
multiplexers                           2               2                         0.584
AND/OR/NAND/NOR                      150             150                          24.3
buffers and inverters                 50              48                          7.85
XOR/XNOR                              14              14                          3.58
adder cells (fa/ha/maj)                2               2                         0.730
other                                  1              19                         0.109
AND-OR/OR-AND                         70              70                          12.3
-- area by class of cell --
type / instances / share of cell area, %
clock inverter: 6 / 1.53
multi-input combinational: 257 / 40.2
clock buffer: 10 / 3.39
inverter: 11 / 1.10
sequential: 58 / 46.0
timing repair buffer: 21 / 5.25
tap: 77 / 2.56
-- worst register-to-register path, stage by stage (launching register included) --
cell	delay [ns]
sky130_fd_sc_hd__edfxtp_1	0.42
sky130_fd_sc_hd__ha_1	0.21
sky130_fd_sc_hd__nand3_1	0.12
sky130_fd_sc_hd__or4_1	0.80
sky130_fd_sc_hd__or4_1	0.60
sky130_fd_sc_hd__a21oi_1	0.15
-- state kept, by name, summed over array words and instances (netlist names) --
name / flops
MisterSdram32MBController_0.setup_state: 4
MisterSdram32MBController_0.sdram_we: 1
MisterSdram32MBController_0.wt_cnt: 32
MisterSdram32MBController_0.sdram_a: 12
MisterSdram32MBController_0.sdram_cas: 1
MisterSdram32MBController_0.read_state: 3
MisterSdram32MBController_0.sdram_clk: 1
MisterSdram32MBController_0.sdram_ras: 1
MisterSdram32MBController_0.write_state: 3
-- how the worst min path moves through the flow --
stage	start	to	slack, ns	depth (start not counted)
CTS	MisterSdram32MBController_0.sdram_clk	MisterSdram32MBController_0.sdram_clk	0.51	1
global route	MisterSdram32MBController_0.sdram_clk	MisterSdram32MBController_0.sdram_clk	0.53	1
finish	MisterSdram32MBController_0.sdram_clk	MisterSdram32MBController_0.sdram_clk	0.50	1
-- through the flow --
step                total power, mW  utilization (%)
finish                         1.09             58.0
global placement              0.624             55.1
detailed placement            0.623             55.1
floorplan                     0.635                -
CTS                            1.11             58.0
global route                   1.13             58.0
-- cell usage after synthesis (all sizes together) --
library cell  count
or4              15
o21bai            1
o21a              1
nand3            18
a211oi            2
a2111oi           2
nor4b             3
edfxtp           57
nand4            10
xor2              5
dfxtp             1
mux2i             2
inv              11
and4              4
a21oi            26
a32oi             1
o31ai            12
a21boi            2
and2              9
nor3             11
or2               1
nand2            22
ha                2
a21o              4
a31oi             4
and3              1
nand2b            6
o21ai            15
or3               9
conb              1
nor2b             1
clkbuf           17
nand3b            4
nor3b             1
nor4              7
nor2             28
buf              22
xnor2             9
-- metal layers --
metal	part of all wire, %	global-route usage (%)	up-vias
met5	0	0	-
met4	1.2	2.16	0
met3	3.9	3.78	7
met2	41	27.5	52
met1	54	38.0	1166
li1	-	-	1290
-- where the power goes --
group | internal (mW) | total (mW) | leakage [nW] | switching (mW)
sequential | 0.611 | 0.611 | 0.671 | 0
clock | 0.263 | 0.483 | 0.0874 | 0.221
combinational | 0 | 0.000398 | 0.658 | 0.000397
total | 0.873 | 1.09 | 1.42 | 0.221
Power is estimated from default activity; no workload was simulated.
