==> config.mk <==
export PLATFORM = sky130hd
export DESIGN_NAME = MisterSdram32MBControllerWithSelfTest
export DESIGN_NICKNAME = MisterSdram32MBControllerWithSelfTest
export VERILOG_FILES = /design/flow/design.v
export SDC_FILE = /design/flow/constraint.sdc
export NUM_CORES = 4
export LEC_CHECK = 1
export CORE_UTILIZATION = 30
==> constraint.sdc <==
current_design MisterSdram32MBControllerWithSelfTest

set clk_period 7.2
set clk_io_pct 0.2

create_clock -name clk0 -period $clk_period [get_ports {clk}]

set non_clock_inputs [all_inputs -no_clocks]
set_input_delay [expr $clk_period * $clk_io_pct] -clock clk0 $non_clock_inputs
set_output_delay [expr $clk_period * $clk_io_pct] -clock clk0 [all_outputs]
==> design.v <==
module MisterSdram32MBController #(
  parameter NOP_SLOTS = 5,
  parameter REFRESH_AT = 300
) (
  input             clk,
  inout      [15:0] sdram_dq,
  output reg [11:0] sdram_a = 0,
  output reg        sdram_we = 1,
  output reg        sdram_cas = 1,
  output reg        sdram_ras = 1,
  output reg        sdram_cs1 = 0,
  output reg [1:0]  sdram_ba = 0,
  output reg        sdram_clk = 0,
  input             writeport_wr,
  input      [31:0] writeport_addr,
  input      [15:0] writeport_data,
  output reg        writeport_ack = 0,
  input             readport_rd,
  input      [31:0] readport_addr,
  output reg [15:0] readport_data = 0,
  output reg        readport_ack = 0
);
reg [3:0] setup_state = 1;
reg [3:0] refresh_state = 0;
reg [3:0] write_state = 0;
reg [3:0] read_state = 0;
reg [31:0] refresh_counter = 0;
reg [31:0] wt_cnt = 0;
reg [31:0] latched_addr = 0;
reg [15:0] latched_data = 0;
reg [15:0] sdram_dq_reg = 0;
reg writing = 0;
assign sdram_dq = writing ? sdram_dq_reg : 16'bZ;
always @(posedge clk) begin
    if (sdram_clk) begin
        if (setup_state != 0) begin  
            if (setup_state == 1) begin
                sdram_we <= 1; sdram_cas <= 1; sdram_ras <= 1; writing <= 0;
                setup_state <= 2;
                wt_cnt <= 0;
            end else if (setup_state == 2) begin
                sdram_we <= 1; sdram_cas <= 1; sdram_ras <= 1; writing <= 0;; if (wt_cnt == NOP_SLOTS) begin; setup_state <= 3; end 
    else begin; wt_cnt <= wt_cnt + 1; end
            end else if (setup_state == 3) begin
                sdram_we <= 0; sdram_cas <= 1; sdram_ras <= 0; sdram_a <= 12'h400;
                setup_state <= 4;
                wt_cnt <= 0;
            end else if (setup_state == 4) begin
                sdram_we <= 1; sdram_cas <= 1; sdram_ras <= 1; writing <= 0;; if (wt_cnt == NOP_SLOTS) begin; setup_state <= 5; end 
    else begin; wt_cnt <= wt_cnt + 1; end
            end else if (setup_state == 5) begin
                sdram_we <= 1; sdram_cas <= 0; sdram_ras <= 0;
                setup_state <= 6;
                wt_cnt <= 0;
            end else if (setup_state == 6) begin
                sdram_we <= 1; sdram_cas <= 1; sdram_ras <= 1; writing <= 0;; if (wt_cnt == NOP_SLOTS) begin; setup_state <= 7; end 
    else begin; wt_cnt <= wt_cnt + 1; end
            end else if (setup_state == 7) begin
                sdram_we <= 1; sdram_cas <= 0; sdram_ras <= 0;
                setup_state <= 8;
                wt_cnt <= 0;
            end else if (setup_state == 8) begin
                sdram_we <= 1; sdram_cas <= 1; sdram_ras <= 1; writing <= 0;; if (wt_cnt == NOP_SLOTS) begin; setup_state <= 9; end 
    else begin; wt_cnt <= wt_cnt + 1; end
            end else if (setup_state == 9) begin
                sdram_we <= 0; sdram_cas <= 0; sdram_ras <= 0; 
    sdram_a <= 12'b001000110000; sdram_ba <= 2'b00;
                setup_state <= 10;
                wt_cnt <= 0;
            end else if (setup_state == 10) begin
                sdram_we <= 1; sdram_cas <= 1; sdram_ras <= 1; writing <= 0;; if (wt_cnt == NOP_SLOTS) begin; setup_state <= 0; end 
    else begin; wt_cnt <= wt_cnt + 1; end
            end
        end else if (refresh_state != 0) begin  
            if (refresh_state == 1) begin
                sdram_we <= 1; sdram_cas <= 0; sdram_ras <= 0;
                refresh_state <= 2;
                wt_cnt <= 0;
            end else begin
                sdram_we <= 1; sdram_cas <= 1; sdram_ras <= 1; writing <= 0;; if (wt_cnt == NOP_SLOTS) begin; refresh_state <= 0; end 
    else begin; wt_cnt <= wt_cnt + 1; end
            end
        end else if (write_state != 0) begin  
            if (write_state == 1) begin
                sdram_we <= 1; sdram_cas <= 1; sdram_ras <= 0; 
    sdram_ba <= latched_addr[24:23]; sdram_a <= latched_addr[22:13];
                write_state <= 2;
                wt_cnt <= 0;
            end else if (write_state == 2) begin
                sdram_we <= 1; sdram_cas <= 1; sdram_ras <= 1; writing <= 0;; if (wt_cnt == NOP_SLOTS) begin; write_state <= 3; end 
    else begin; wt_cnt <= wt_cnt + 1; end
            end else if (write_state == 3) begin
                sdram_we <= 0; sdram_cas <= 0; sdram_ras <= 1; 
    sdram_a <= latched_addr[9:0]; sdram_dq_reg <= latched_data; writing <= 1;
                write_state <= 4;
                wt_cnt <= 0;
            end else if (write_state == 4) begin
                sdram_we <= 1; sdram_cas <= 1; sdram_ras <= 1; writing <= 0;; if (wt_cnt == NOP_SLOTS) begin; write_state <= 5; end 
    else begin; wt_cnt <= wt_cnt + 1; end
            end else if (write_state == 5) begin
                sdram_we <= 0; sdram_cas <= 1; sdram_ras <= 0; sdram_a <= 12'h400;
                write_state <= 6;
                wt_cnt <= 0;
            end else if (write_state == 6) begin
                sdram_we <= 1; sdram_cas <= 1; sdram_ras <= 1; writing <= 0;; if (wt_cnt == NOP_SLOTS) begin; write_state <= 7; end 
    else begin; wt_cnt <= wt_cnt + 1; end
            end else if (write_state == 7) begin
                if (!writeport_wr) begin
                    writeport_ack <= 0;
                    write_state <= 0;
                end else begin
                    writeport_ack <= 1;
                end
            end
        end else if (read_state != 0) begin  
            if (read_state == 1) begin
                sdram_we <= 1; sdram_cas <= 1; sdram_ras <= 0; 
    sdram_ba <= latched_addr[24:23]; sdram_a <= latched_addr[22:13];
                read_state <= 2;
                wt_cnt <= 0;
            end else if (read_state == 2) begin
                sdram_we <= 1; sdram_cas <= 1; sdram_ras <= 1; writing <= 0;; if (wt_cnt == NOP_SLOTS) begin; read_state <= 3; end 
    else begin; wt_cnt <= wt_cnt + 1; end
            end else if (read_state == 3) begin
                sdram_we <= 1; sdram_cas <= 0; sdram_ras <= 1; 
    sdram_ba <= latched_addr[24:23]; sdram_a <= 12'h400 + latched_addr[9:0];
                read_state <= 4;
                wt_cnt <= 0;
            end else if (read_state == 4) begin
                sdram_we <= 1; sdram_cas <= 1; sdram_ras <= 1; writing <= 0;; if (wt_cnt == NOP_SLOTS) begin; read_state <= 5; end 
    else begin; wt_cnt <= wt_cnt + 1; end
                if (wt_cnt == NOP_SLOTS) begin
                    readport_data <= sdram_dq;
                end
            end else if (write_state == 5) begin
                sdram_we <= 0; sdram_cas <= 1; sdram_ras <= 0; sdram_a <= 12'h400;
                read_state <= 6;
                wt_cnt <= 0;
            end else if (read_state == 6) begin
                sdram_we <= 1; sdram_cas <= 1; sdram_ras <= 1; writing <= 0;; if (wt_cnt == NOP_SLOTS) begin; read_state <= 7; end 
    else begin; wt_cnt <= wt_cnt + 1; end
            end else if (read_state == 7) begin
                if (!readport_rd) begin
                    readport_ack <= 0;
                    read_state <= 0;
                end else begin
                    readport_ack <= 1;
                end
            end
        end else if (refresh_counter > REFRESH_AT) begin  
            refresh_state <= 1;
            refresh_counter <= 0;
        end else if (writeport_wr) begin
            latched_addr <= writeport_addr;
            latched_data <= writeport_data;
            write_state <= 1;
        end else if (readport_rd) begin
            latched_addr <= writeport_addr;
            read_state <= 1;
        end else begin
            refresh_counter <= refresh_counter + 1;
        end
    end
    sdram_clk <= ~sdram_clk;
end
endmodule
module MisterSdram32MBControllerWithSelfTest (
  input         clk,
  inout  [15:0] sdram_dq,
  output [11:0] sdram_a,
  output        sdram_we,
  output        sdram_cas,
  output        sdram_ras,
  output        sdram_cs1,
  output [1:0]  sdram_ba,
  output        sdram_clk,
  input         writeport_wr,
  input  [31:0] writeport_addr,
  input  [15:0] writeport_data,
  output        writeport_ack,
  input         readport_rd,
  input  [31:0] readport_addr,
  output [15:0] readport_data,
  output        readport_ack,
  output reg    selftest_pass = 0,
  output reg    selftest_fail = 0,
);
  reg [64:0] counter = 0;
  reg [3:0] state = 0;
  always @(posedge clk) begin
      if (state == 0) begin  
        if (counter > (100*1000*1000)) begin
            counter <= 0;
            state <= 1;
        end else begin
            counter <= counter + 1;
        end
      end else if (state == 1) begin  
      end else if (state == 2) begin  
      end else if (state == 3) begin  
      end else if (state == 4) begin  
      end else if (state == 5) begin  
      end else if (state == 6) begin  
      end
  end
  MisterSdram32MBController MisterSdram32MBController_0(
    .clk(clk),
    .sdram_dq(sdram_dq),
    .sdram_a(sdram_a),
    .sdram_we(sdram_we),
    .sdram_cas(sdram_cas),
    .sdram_ras(sdram_ras),
    .sdram_cs1(sdram_cs1),
    .sdram_ba(sdram_ba),
    .sdram_clk(sdram_clk),
    .writeport_wr(writeport_wr),
    .writeport_addr(writeport_addr),
    .writeport_data(writeport_data),
    .writeport_ack(writeport_ack),
    .readport_rd(readport_rd),
    .readport_addr(readport_addr),
    .readport_data(readport_data),
    .readport_ack(readport_ack)
  );
endmodule
==> run.sh <==
#!/bin/bash
# OpenROAD 26Q1-2900-gdf79404cd8, Yosys 0.63+post, stock flow scripts
make -C /OpenROAD-flow-scripts/flow DESIGN_CONFIG=/design/flow/config.mk WORK_HOME=/design/flow/orfs finish
==> impl_metrics.ini <==
; flow metrics
[critical_path]
critPathKind = reg -> reg
worst_ep_arrival_time_ns = 2.92
cp_data_required_time_ns = 7.24
start_kind = flop
worst-path-max-fanout = 16
worstSetupEndpointType = flop
regToRegSetupSlack_ns = 4.32

[final_layout]
area_delta_synth_final_pct = 24.94
largestRegisters = MisterSdram32MBController_0.refresh_counter: 32 flops, MisterSdram32MBController_0.wt_cnt: 32 flops, MisterSdram32MBController_0.latched_addr: 22 flops
drive_gt1_frac = 0.09841

[floorplan]
dieArea_um2 = 25500
fp_util = 0.3059
core_um2 = 24390
die_x_um = 159.7
die_y_um = 159.7
io_pins = 138
row_count = 57

[sta]
setup_viol_count_final = 0
drv_slew = 0
relSlewSlack = 0.3924
finalCritPeriodShare = 0.4001
setup_ws_ns = 4.320
hold_viol_final = 0
fin_setup_tns_ns = 0
fin_crit_ns = 2.880
skew_ns = 0.01040
rsz0062_at_grt = no
fmax_ghz = 0.3472
tightest_slew_ns = 0.9096

[place]
gp_congestion = 0.7998
dp.final_hpwl_um = 9422
numPortBuffers = 76
dpl_worst_slack_ns = 4.062

[clocking]
hold_buffers = 0
post-cts-setup-buffers = 0
ctsResizeCount = 0
clock-sinks = 166
numCtsBuffers = 17
root_buffer = clkbuf_16
cts_max_level = 4
cts_buffer_depth = 2
cts_tree = done
insertion_delay_ns = 0.42
path_clk_slew_ns = 0.06

[global_routing]
grt_max_degree = 36
grt_usage = 0.1252
grt_pass1_vias = 4638
antenna_found_initial = 0
grt_pass1_wl_um = 24280
grt_overflow = 0

[synth]
yosysUniqueCellTypes = 52
netlist_top_cells_count = 165 x edfxtp_1, 72 x nor2_1, 33 x a21oi_1
synthTopLogicFamily = simple AND/OR/NAND/NOR gates
ys_area_um2 = 7461
aoi_share = 0.08452
yosysSeqAreaShare = 0.6668
muxShareOfSynthArea = 0.01794
synthDominantCellAreaShare = 0.6641
topCellsByArea = edfxtp_1 66%, nor2_1 3.6%, xor2_1 2.7%
synthArstFlopShare = 0
synth.cell_area_um2 = 7461
top_area_cell = edfxtp_1
enable_flop_cells = 165
synthFlopType = edfxtp_1
top_cell = edfxtp_1
ys_cells = 575
ys_warn_count = 3
synthCells = 575
synth_flops = 166
synthSimpleGateAreaFrac = 0.1479
yosys.area_share.adder = 0.01509
synth_xor_xnor_area_share = 0.04109
syn_avg_cell_area_um2 = 12.98

[routing]
postRouteAntennaNets = 0
wl_per_cell_um = 14.51
vias_per_cell = 4.800
drt-pass1-iter-count = 6
drt_wl_total_um = 14720
first_iter_violations = 295
via_count = 4872
drc = 0
diodes = 0

[power]
combPwrFrac = 0.012
p_leak_uw = 0.002959
p_switching_uw = 370.3
vdd_drop_max_uv = 131.7
power.density_nw_per_um2 = 212.7
switching_share = 0.1867
p_clk_frac = 0.457
internal_power_uw = 1613
power_frac_seq = 0.531

[worst_hold_path]
hold_path_class = reg -> reg

[job]
cap_violations = 0
openroad.warnings = 105

[status]
status = complete, no violations
[power by group through the flow]
stage,Combinational (µW),Clock [µW],Sequential [µW]
CTS,24.6,935,1050
global route,26.8,971,1050
finish,24.4,906,1050
[cell usage in the layout, fill, tap and decap left out, drive strengths merged, types with 2 or more instances in the layout]
cell	synthesis	final
edfxtp	165	165
clkdlybuf4s50	0	76
nor2	72	72
a21oi	33	33
conb	1	26
xor2	23	23
nand2	22	22
o21ai	21	21
nor3	20	20
nand3	18	18
clkbuf	23	17
inv	15	17
nor4	17	17
buf	8	15
nand4	14	14
xnor2	12	12
a221oi	11	11
a211oi	10	10
ha	9	9
mux2	8	8
nand2b	7	7
nor2b	7	7
and4	7	7
a22oi	7	7
clkinv	0	7
and3	6	6
a31oi	5	5
or3	4	4
mux2i	4	4
and4b	3	3
o211ai	3	3
and2	3	3
bufinv	0	3
nor4b	2	2
o221a	2	2
clkinvlp	0	2
or4	2	2
[stage by stage]
stage | total power, µW | hold WS, ns | area [µm²] | util | cells
final | 1983 | 0.4179 | 9321 | 0.3822 | 1015
after global placement | 1098 | 0.4004 | 8737 | 0.3582 | 984
after detailed placement | 1098 | 0.4045 | 8737 | 0.3582 | 984
after floorplan | 1077 | 0.4003 | 7555 | - | 600
after CTS | 2012 | 0.4193 | 9321 | 0.3822 | 1015
after global routing | 2050 | 0.4273 | 9321 | 0.3822 | 1015
[kinds of logic (layout without fill, tap and decap cells)]
logic type | Yosys count | in the layout
AND-OR/OR-AND | 99 | 99
XOR/XNOR | 35 | 35
adder cells (fa/ha/maj) | 9 | 9
buffers and inverters | 46 | 137
flip-flops | 166 | 166
multiplexers | 12 | 12
other | 1 | 26
AND/OR/NAND/NOR | 207 | 207
[per-layer routing]
layer  vias up  GRT usage  share of wire
met5         -          0              0
met4         0    0.01049         0.0067
met2       165     0.1792           0.45
met1      2326     0.1990           0.46
li1       2373          -              -
met3         8    0.04791          0.088
[critical path, cell delays in order, from the launching register on]
cell and delay [ns]:
edfxtp_1 0.48, nor4b_1 0.42, nand4_1 0.20, nor2_1 0.60, and4_1 0.80
[layout make-up]
class,instances,area (µm²)
Multi-Input combinational cell,388,2427
Clock buffer,17,425.4
Clock inverter,14,158.9
Fill cell,2335,15070
Timing Repair Buffer,91,873.3
Tap cell,324,405.4
Inverter,15,56.30
Sequential cell,166,4975
[path summary, 6_finish.rpt]
kind,startpoint,endpoint,cells after the start
worst max-delay path,MisterSdram32MBController_0.wt_cnt[3]$_DFFE_PP_,MisterSdram32MBController_0.readport_data[3]$_DFFE_PP_,4
worst min-delay path,MisterSdram32MBController_0.latched_data[0]$_DFFE_PP_,sdram_dq[0]$_DFFE_PP_,0
worst max register to register,MisterSdram32MBController_0.wt_cnt[3]$_DFFE_PP_,MisterSdram32MBController_0.readport_data[3]$_DFFE_PP_,4
worst min register to register,MisterSdram32MBController_0.latched_data[0]$_DFFE_PP_,sdram_dq[0]$_DFFE_PP_,0
Power and IR drop assume default switching activity.
